### flow/config.mk
export PLATFORM = sky130hd
export DESIGN_NAME = CMP
export DESIGN_NICKNAME = CMP
export VERILOG_FILES = /design/flow/design.v
export SDC_FILE = /design/flow/constraint.sdc
export NUM_CORES = 4
export LEC_CHECK = 1
export CORE_AREA = 10 10 70 70
export DIE_AREA = 0 0 80 80
### flow/constraint.sdc
current_design CMP

set clk_period 1.5
set clk_io_pct 0.2

create_clock -name clk0 -period $clk_period

set non_clock_inputs [all_inputs -no_clocks]
set_input_delay [expr $clk_period * $clk_io_pct] -clock clk0 $non_clock_inputs
set_output_delay [expr $clk_period * $clk_io_pct] -clock clk0 [all_outputs]
### flow/design.v
module CMP(
	Y,
	A,
	B,
	aCmp
);
output reg [7:0] Y;
input wire [3:0] A;
input wire [3:0] B;
input wire aCmp;
always @(aCmp) begin
	if(aCmp) begin
		if(A<B)
			Y = 8'b00000001;
		else if(A>B)
			Y = 8'b00000010;
		else
			Y = 8'b00000000;
	end
	else
		Y = 8'bzzzzzzzz;
end	
endmodule 
### flow/run.sh
#!/bin/bash
# OpenROAD 26Q1-2900-gdf79404cd8, Yosys 0.63+post, stock flow scripts
make -C /OpenROAD-flow-scripts/flow DESIGN_CONFIG=/design/flow/config.mk WORK_HOME=/design/flow/orfs finish
==> changes_impl.md <==
### Changed

* Max VDD drop at 0.02035 mV
* Crit. Startpoint: B[0]
* Routed WL at 445 um
* MaxCap Viol Count at 0
* Routed wire per std cell at roughly 5.8 um
* Cell variety after synth at 10
* Registers at 0
* Final Max Slew Viols at 0
* Minimum clock period at 1.441 ns
* Status: complete, no violations
* Final ANT Viol Nets at 0
* Netlist Area Pre-Place at 162.7 um2
* Via Count at 150
* CP endpoint kind: output port
* Initial DRC count at 0
* CP Data Required Time at 1.20 ns
* Hold EP: Y[0]
* Mean Syn Cell Area at roughly 7.4 um2
* Filler cells at 406
* Ys cells at 22
* Top cells by area: ha_1, buf_4, inv_1, nor2b_4, a2bb2oi_1
* Tool warnings at 33
* CP Class: in2out
* Commonest cells in the netlist: buf_4, ha_1, inv_1
* Core outline area at between 3000 and 4000 um2
* Yosys top cell by area: ha_1
* F_max at 693.8 MHz
* Crit start category: input port
* # IOs at 17
* Most frequent cell after synthesis: buf_4
* First-pass GRT wire length at 676 um
* Power Density at 214.0 nW/um2
* Synth-to-Final Area Change at 81.54%
* RSZ-0062 raised after global routing: no
* Number of global-route vias before repair at 152
* Die width at 80 um
* TritonRoute pass-1 iters at 1
* Row cnt at 21
* Antenna violations before repair at 0
* RePlAce Congestion at 0.7071
* Post-synthesis cell count at 22
* Final setup viols at 0
* Overflow after GRT at 0
* Inserted Diodes at 0
* Synth Seq Share at 0%
* Leak pwr at 0.1325 nW
* Crit path max fanout at 1
* Setup TNS at 0 ns
* Pre-Place Util at 4.762%
* Post CTS Setup Buffer Count at 0
* Final Hold Viols at 0
* Cycle use final at 96.09%
* Hold Crit Class: in2out
* Synth warn at 2
* Hold Path Origin: A[3]
* Storage element area at 0 um2
* Yosys stat area at between 150 and 200 um2
* Clock buffers at 0
* All-Layer GR Usage at 1.224%
* DRC viols at 0
* Layout cells sized above 1 at 54.84%
* Hold path depth at 5
* Largest net degree at the start of global routing at 3
* Overall Power at 0.06318 mW
* Die H at 80 um
* Buffers on Ports at 10
* Die area at 6400 um2
* Top cell area share at 30.77%
* Data arrival, critical path at 1.14 ns
* Gate Area at 163.9 um2
* Vias per cell at 1.948
## cell families (layout without fill, tap and decap cells)
family / Yosys count / count (layout) / synth area share, %
simple gates: 4 / 4 / 16.93
fa+ha+maj: 4 / 4 / 30.77
compound gates: 3 / 3 / 13.08
other cells: 1 / 6 / 2.305
buf+inv: 10 / 14 / 36.92
## through the flow
| stage | setup WS (ns) | utilization [%] | cells | area (um2) | hold WS (ns) |
|---|---|---|---|---|---|
| detailed placement | -0.7382 | 8.608 | 77 | 294.0 | 1.761 |
| global placement | -0.7407 | 8.608 | 77 | 294.0 | 1.764 |
| floorplan | 0.2470 | - | 27 | 181.4 | 0.8356 |
| CTS | 0.01644 | 8.242 | 77 | 281.5 | 1.083 |
| finish | 0.05861 | 8.645 | 77 | 295.3 | 1.098 |
| global route | 0.01965 | 8.645 | 77 | 295.3 | 1.134 |
## per-layer routing
layer | vias up | routed length (um) | part of all wire (%) | GRT usage, %
met3 | 0 | 44 | 9.9 | 0.3409
met4 | 0 | 0 | 0 | 0
met5 | - | 0 | 0 | 0
met1 | 66 | 191 | 43 | 1.714
li1 | 75 | - | - | -
met2 | 9 | 209 | 47 | 1.926
## placed cells by master, fill, tap and decap left out
| cell | Yosys | routed |
|---|---|---|
| ha_4 | 0 | 3 |
| a2bb2oi_1 | 1 | 1 |
| nand2_1 | 2 | 1 |
| o21bai_1 | 1 | 1 |
| nand2_2 | 0 | 1 |
| ha_2 | 0 | 1 |
| and2_1 | 1 | 1 |
| nor2b_4 | 1 | 1 |
| conb_1 | 1 | 6 |
| dlygate4sd2_1 | 0 | 1 |
| buf_2 | 0 | 8 |
| inv_1 | 4 | 1 |
| inv_2 | 0 | 3 |
| a21oi_1 | 1 | 1 |
| clkdlybuf4s15_1 | 0 | 1 |
## where the power goes
| part | internal (mW) | total (mW) | switching (mW) |
|---|---|---|---|
| Clock | 0 | 0 | 0 |
| Sequential | 0 | 0 | 0 |
| Combinational | 0.0387 | 0.0632 | 0.0245 |
## layout make-up
type	count	area share [%]
well taps	46	19.49
repair buffers	10	19.92
inverters	4	5.085
multi-input cells	17	55.51
## how the worst max path moves through the flow
| stage | to | slack [ns] | depth (start not counted) |
|---|---|---|---|
| finish | Y[1] | 0.06 | 5 |
| CTS | Y[0] | 0.02 | 7 |
| global route | Y[1] | 0.02 | 5 |
## repair_timing
item                                    4_1_cts  5_1_grt
endpoints found under the hold margin         0        0
resized                                      33        3
pin swaps                                     7        4
endpoints found under the setup margin        2        2
hold buffers                                  0        0
## critical path, stage by stage
cell and delay, ns:
dlygate4sd2_1 0.24, ha_2 0.27, nand2_1 0.07, a2bb2oi_1 0.15, buf_2 0.12
Power is estimated from default activity; no workload was simulated.
