==> ./design.v <==
module RST(
	Y,
	M,
	N,
	O,
	P,
	Q,
	aCmp,
	aAdd,
	aSub,
	aDiv,
	aMul,
	clk
);
output reg [7:0] Y;
input wire [7:0] M;
input wire [7:0] N;
input wire [7:0] O;
input wire [7:0] P;
input wire [7:0] Q;
input wire	aCmp;
input wire	aAdd;
input wire	aSub;
input wire	aDiv;
input wire	aMul;
input wire	clk;
always @(posedge clk) begin
	if(aCmp)
	 Y<=M;
	else if(aAdd)
	 Y<=N;
	else if(aSub)
	 Y<=O;
	else if(aDiv)
	 Y<=P;
	else if(aMul)
	 Y<=Q;
	else
	 Y <= 8'b00000000;
end
endmodule
==> ./run.sh <==
#!/bin/bash
# OpenROAD 26Q1-2900-gdf79404cd8, Yosys 0.63+post, stock flow scripts
make -C /OpenROAD-flow-scripts/flow DESIGN_CONFIG=/design/flow/config.mk WORK_HOME=/design/flow/orfs finish
==> ./config.mk <==
export PLATFORM = sky130hd
export DESIGN_NAME = RST
export DESIGN_NICKNAME = RST
export VERILOG_FILES = /design/flow/design.v
export SDC_FILE = /design/flow/constraint.sdc
export NUM_CORES = 4
export LEC_CHECK = 1
export CORE_AREA = 10 10 81 81
export DIE_AREA = 0 0 91 91
==> ./constraint.sdc <==
current_design RST

set clk_period 1.0
set clk_io_pct 0.2

create_clock -name clk0 -period $clk_period [get_ports {clk}]

set non_clock_inputs [all_inputs -no_clocks]
set_input_delay [expr $clk_period * $clk_io_pct] -clock clk0 $non_clock_inputs
set_output_delay [expr $clk_period * $clk_io_pct] -clock clk0 [all_outputs]
==> impl_metrics.csv <==
group,metric,value,unit
run_status,status,"complete, no violations",
cells_and_area,logic_area,305,sq um
synthesis,yosysMostFrequentCell,"nand2_1",
synthesis,synth_cell_types,14,
placement,hpwl,2260,um
cells_and_area,top_register,"Y",
routing,drt_first_iter_violations,34,
timing,fin_crit,954,ps
clocking,cts.clk_slew.worst_paths,40,ps
setup_path,path_max_fanout,1,
routing,antennaDiodeCount,0,
global_routing,grt_pass1_vias,735,
power_and_ir_drop,power_density,930,mW/mm^2
setup_path,path_cells,"dlygate4sd2_1",
cells_and_area,fillers,543,
synthesis,synthCells,56,
cells_and_area,utilization,25.0,%
clocking,postCtsSetupBuffers,0,
setup_path,critPathRequiredTime,800,ps
setup_path,path_delay_family,"flip-flops",
die,coreArea,0.00482,sq mm
die,initCoreUtil,9.56,%
die,die_width,91,um
global_routing,overflow,0,
min_path,worstHoldPathType,"input pin to flip-flop",
setup_path,cp.arrival,750,ps
clocking,cts_buffer_depth,2,
setup_path,startpoint_type,"flip-flop",
synthesis,ys_warn_count,1,
cells_and_area,synthToLayoutAreaGrowth,161,%
setup_path,worst_setup_path_end_kind,"output pin",
routing,dr_total_vias,684,
cells_and_area,final_cells,186,
synthesis,synthTopCellsByArea,"dfxtp_1, a41oi_1, nand2_1, nand3b_1, o22ai_1",
timing,rsz0062_at_grt,"false",
routing,drc,0,
placement,gp_congestion,0.794,
power_and_ir_drop,fin_total_pwr,1.12,mW
timing,max_freq,1.05,GHz
synthesis,yosys_area,460,sq um
placement,dpl_cell_area,0.00114,sq mm
setup_path,crit_type,"flip-flop to output pin",
cells_and_area,design_area,0.00120,sq mm
setup_path,cpPeakStageDelay,300,ps
cells_and_area,reg_top3,"Y (8)",
clocking,cts_root_buffer,"clkbuf_8",
timing,fin_crit_sh,95.4,%
global_routing,antenna_found_initial,0,
synthesis,synth_area,460,sq um
routing,first_pass_iters,4,
run,tool_warnings,25,
routing,routed_wl,2760,um
placement,portBuffers,53,
synthesis,yosys.area.top_type,"dfxtp_1",
cells_and_area,largest_reg_flops,8,
timing,hold_viol,0,
synthesis,ys_ff,8,
timing,finalSetupViolations,0,
power_and_ir_drop,vdd_drop_max,315,uV
global_routing,grt_start_max_net_pins,17,
timing,finalSetupTns,0,ps
synthesis,edf_count,0,
synthesis,ys_seq_share,34.8,%
timing,slew_violations,0,
routing,antenna_left,0,
die,io_pins,54,
clocking,cts_sinks,8,
clocking,cts_buffers,3,
synthesis,synthFlopType,"dfxtp_1",
synthesis,ys_top_cells_by_count,"nand2_1, a41oi_1, dfxtp_1, nand3b_1, o22ai_1",
routing,avgRoutedWirePerCell,14.8,um
power_and_ir_drop,p_leak,0.451,nW
die,fp-row-count,25,
die,die_area,0.00828,sq mm
cells_and_area,drive_gt1_share,17.6,%
min_path,holdPathStages,4,
clocking,htreeDepth,1,
global_routing,track_usage,6.34,%
synthesis,syn_area_per_cell,8.22,sq um
run,cap_violations,0,
setup_path,crit_cells,1,
setup_path,worstPathBufferInverterCount,1,
clocking,tritoncts,"built",
synthesis,synthArstFlopShare,0,%
timing,slew-limit-headroom,87.8,%
die,die_h,91,um
timing,worst_pin_slew,183,ps
global_routing,grt_pass1_wl,4140,um
synthesis,yosys_cells,56,
synthesis,synth_top_area_share,34.8,%
cells_and_area,regArea,161,sq um
placement,place_inst,183,
routing,viasPerCell,3.68,
setup_path,slowest_stage,"dfxtp_2",
[through the flow]
| step | hold slack (ps) | setup WS (ps) |
|---|---|---|
| after global placement | 805 | -411 |
| after detailed placement | 807 | -404 |
| after CTS | 508 | 27.0 |
| after global routing | 568 | 13.3 |
| after floorplan | 363 | 96.3 |
| final | 511 | 46.1 |
[placed cells by master, fill, tap and decap left out, drive strengths merged]
cell and instances:
nand2b 1, nand2 16, buf 10, dlygate4sd2 14
a41oi 8, nand3b 8, clkbuf 3, nor3b 1
nor2 1, o22ai 7, dfxtp 8, or3b 1
clkdlybuf4s50 39, inv 1, o21ai 1
[cells by family after synthesis]
| family | count (synthesis) | share of synthesized area (%) |
|---|---|---|
| simple gates | 28 | 34.2 |
| compound gates | 16 | 25.8 |
| buf+inv | 4 | 5.16 |
| flops | 8 | 34.8 |
[where the power goes]
group / internal, mW / switching (mW) / leakage, nW
clock network: 0.261 / 0.131 / 0.0216
registers: 0.353 / 0.00618 / 0.0674
logic: 0.256 / 0.111 / 0.362
[area by class of cell]
cell class              count  area share, %
repair buffers             63           50.5
multi-input cells          44           25.4
flip-flops and latches      8           13.4
well taps                  67           6.96
clock buffers               3           3.43
inverters                   1          0.312
[final timing paths]
| kind | start | to | slack [ps] |
|---|---|---|---|
| min | N[6] | Y[6] | 510 |
| max | Y[2] | Y[2] | 50 |
[what timing repair did]
action,in CTS,in global routing
endpoints found under the setup margin,16,0
hold buffers,0,0
gates resized,24,0
[metal layers]
| metal | up-vias | GRT usage [%] | part of all wire [%] |
|---|---|---|---|
| met5 | - | 0 | 0 |
| met4 | 0 | 0.653 | 0.51 |
| li1 | 342 | - | - |
| met3 | 2 | 3.32 | 12 |
| met1 | 296 | 8.23 | 44 |
| met2 | 44 | 9.49 | 43 |
Power figures rest on the tool's default switching activity, not on a simulated workload.
