==> flow/design.v <==
module ADD(
	Y,
	A,
	B,
	aAdd
);
output wire [7:0] Y;
input wire [3:0] A;
input wire [3:0] B;
input wire aAdd;
assign Y = (aAdd)? A+B : 1'bz;
endmodule
==> flow/run.sh <==
#!/bin/bash
# OpenROAD 26Q1-2900-gdf79404cd8, Yosys 0.63+post, stock flow scripts
make -C /OpenROAD-flow-scripts/flow DESIGN_CONFIG=/design/flow/config.mk WORK_HOME=/design/flow/orfs finish
==> flow/config.mk <==
export PLATFORM = sky130hd
export DESIGN_NAME = ADD
export DESIGN_NICKNAME = ADD
export VERILOG_FILES = /design/flow/design.v
export SDC_FILE = /design/flow/constraint.sdc
export NUM_CORES = 4
export LEC_CHECK = 1
export CORE_AREA = 10 10 70 70
export DIE_AREA = 0 0 80 80
==> flow/constraint.sdc <==
current_design ADD

set clk_period 2.3
set clk_io_pct 0.2

create_clock -name clk0 -period $clk_period

set non_clock_inputs [all_inputs -no_clocks]
set_input_delay [expr $clk_period * $clk_io_pct] -clock clk0 $non_clock_inputs
set_output_delay [expr $clk_period * $clk_io_pct] -clock clk0 [all_outputs]
==> summary.txt <==
fresh numbers from the pnr run: tool warnings=32, ratio of cells with drive above 1 in the final layout=37.5%, DRT iter0 DRCs=1, CP most frequent cell=o21a_1, worst IR drop on VDD=0.0596 mV, n_diodes=0, crit-path max FO=3, Worst Setup Start Kind=input port, Avg Vias per Cell=2.44, Final Hold Viols=0, crit path DAT=1.77 ns, status=completed, ys cells=24, CP Capture Type=primary output, routability cong.=0.752, post-route design area=429 µm², GRT Resource Usage Total=2.06%, comb area leader=adder cells, Post-Syn Area per Cell=8.29 µm², Static Leakage=0.198 nW, Filler Cells Inserted=400, Cell Pwr Density=166 nW/µm², crit-path max cell delay=0.50 ns, unrepaired setup endpoints after global routing=false, # Max-Cap Violations=0, simple share=25.2%, CTS Hold Bufs=0, Flop area=0 µm², largest net degree at the start of global routing=7, Complex Gates by Area=15.7%, WP buf/inv=2, Yosys top cell by area=ha_1, Top Ports=17, vias post-DR=210, Layout area overhead=116%, Die Y=80 µm, Flop Count=0, Synth mux share=5.03%, Synth area leaders=ha_1, buf_4, fa_1, die width=80 µm, post-DR wirelength/cell=8.08 µm, fmax=448 MHz, critical path's top delay family=buffers and inverters, critical path class=input port to primary output, first-pass GRT wire length=1080 µm, DRC=0, TritonRoute pass-1 iters=2, Worst path depth=6, final setup vio count=0, antenna violations before repair=0, crit-path cells=clkdlybuf4s50_1 > ha_4 > nor2b_4 > o21a_1 > o21a_1 > buf_2, Syn Inst Count=24, crit path max-delay cell type=clkdlybuf4s50_1, Hold Crit Class=input port to primary output, final setup margin=0.0687 ns, Top cell area share=25.2%, Chip Area, Yosys=199 µm², Cell Type Count=15, XOR Share, Synth=0%, Placed Area=389 µm², post-DP HPWL=581 µm, dpl ws=-0.616 ns, Routed Antenna Nets=0, logic area=215 µm², GR Overflow Total=0, hold path depth=6, chip area=6400 µm², synthesized area=199 µm², Final Critical Period=2.23 ns, register share after synthesis=0%, Placement Rows=21, FP Core Util=5.82%, Port Buffers=14, fa+ha+maj area frac=35.2%, period utilization=97.0%, Finished Layout Cells=86, core region area=3420 µm², Total Wirelength=695 µm, Worst EP required=1.84 ns, Syn. warnings=2, CLK BUF=0, vias in the first global route=226, total placed cells including tap cells=84, final slew viol count=0
worst min-delay path, delay by kind of cell:
kind | cells | cell delay [ns]
compound gates | 2 | 0.16
fa+ha+maj | 1 | 0.14
buf+inv | 2 | 0.25
mux | 1 | 0.11
Yosys cell counts:
cell type and instances:
a21oi_2 1, conb_1 1, mux2i_1 1, nand2_1 1, inv_1 3, nor2b_4 1
and2_1 1, o21a_1 2, nor3b_1 1, fa_1 1, a21o_1 1, nor2b_1 2
ha_1 4, nand2b_1 1, buf_4 3
per-stage QoR:
step / TNS (ns) / total power, W / utilization, % / hold slack (ns)
3_5_place_dp: -1.98 / 0.0000664 / 11.4 / 2.00
2_1_floorplan: 0 / 0.0000301 / - / 0.981
4_1_cts: 0 / 0.0000672 / 11.8 / 1.70
6_report: 0 / 0.0000710 / 12.6 / 1.59
3_3_place_gp: -1.92 / 0.0000651 / 11.4 / 1.99
5_1_grt: 0 / 0.0000819 / 12.6 / 1.65
worst paths after layout:
path,from,slack (ns),to
max,A[2],0.07,Y[4]
min,B[1],1.59,Y[3]
cell families (layout without fill, tap and decap cells):
| kind of cell | after synthesis | in the layout |
|---|---|---|
| adders and majority gates | 5 | 5 |
| other | 1 | 3 |
| and+or+nand+nor | 7 | 7 |
| muxes | 1 | 1 |
| AOI/OAI and AO/OA | 4 | 4 |
| buffers and inverters | 6 | 20 |
layer usage:
layer	wire [µm]	part of all wire (%)	global-route usage [%]
met4	0	0	0
met3	83	12	0.795
met5	0	0	0
met1	394	57	3.17
met2	217	31	2.73
cell type report:
class,count,share of cell area [%]
Tap cell,46,13.4
Timing Repair Buffer,17,33.8
Multi-Input combinational cell,20,50.1
Inverter,3,2.62
where the power goes:
group	switching (W)	internal [W]
clock	0	0
sequential	0	0
combinational	0.0000250	0.0000461
repair_timing:
action,4_1_cts,5_1_grt
gates resized,19,3
pin swaps,7,2
buffers inserted,2,0
gates cloned,0,0
setup endpoints to repair,4,3
layout by cell type (no fill, tap or decap):
master | netlist | layout
ha_2 | 0 | 1
buf_4 | 3 | 3
inv_1 | 3 | 2
o21a_1 | 2 | 2
clkdlybuf4s50_1 | 0 | 6
buf_2 | 0 | 3
nor3b_2 | 0 | 1
conb_1 | 1 | 3
a21o_1 | 1 | 1
dlymetal6s2s_1 | 0 | 1
ha_1 | 4 | 1
inv_2 | 0 | 1
mux2i_1 | 1 | 1
nand2b_1 | 1 | 1
nor2b_4 | 1 | 2
fa_2 | 0 | 1
nor2b_1 | 2 | 1
dlygate4sd2_1 | 0 | 4
a21oi_2 | 1 | 1
ha_4 | 0 | 2
and2_1 | 1 | 1
nand2_1 | 1 | 1
Power figures rest on the tool's default switching activity, not on a simulated workload.
